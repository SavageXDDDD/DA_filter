[design/flow/run.sh]
#!/bin/bash
# OpenROAD 26Q1-2900-gdf79404cd8, Yosys 0.63+post, stock flow scripts
make -C /OpenROAD-flow-scripts/flow DESIGN_CONFIG=/design/flow/config.mk WORK_HOME=/design/flow/orfs finish
[design/flow/config.mk]
export PLATFORM = sky130hd
export DESIGN_NAME = filter_cu
export DESIGN_NICKNAME = filter_cu
export VERILOG_FILES = /design/flow/design.v
export SDC_FILE = /design/flow/constraint.sdc
export NUM_CORES = 4
export LEC_CHECK = 1
export CORE_AREA = 10 10 70 70
export DIE_AREA = 0 0 80 80
[design/flow/constraint.sdc]
current_design filter_cu

set clk_period 1.5
set clk_io_pct 0.2

create_clock -name clk0 -period $clk_period [get_ports {clk}]

set non_clock_inputs [all_inputs -no_clocks]
set_input_delay [expr $clk_period * $clk_io_pct] -clock clk0 $non_clock_inputs
set_output_delay [expr $clk_period * $clk_io_pct] -clock clk0 [all_outputs]
[design/flow/design.v]
module filter_cu #(
parameter WORD_WIDTH = 16
)(
input  logic clk, 
input  logic rst,
input  logic en,
output logic filter_en,
output logic x_we,
output logic ts
);
logic [$clog2(WORD_WIDTH) - 1 : 0] counter;
always_ff @(posedge clk) begin 
  if (rst | (counter == WORD_WIDTH - 1))
    counter <= 'h0;
  else if (filter_en) 
    counter <= counter + 1;
end
assign ts = (counter == WORD_WIDTH - 1) ? 1 : 0;
enum logic
{
   IDLE = 1'b0,
   WORK = 1'b1
}
state, next_state;
always_ff @(posedge clk) begin
  if (rst)
    state <= IDLE;
  else 
    state <= next_state;
end
always_comb begin 
  next_state = state;
  case (state)
    IDLE : begin 
      filter_en <= 0;
      if (en) begin 
        x_we = 1;
        next_state = WORK;
      end else begin
        x_we = 0;
        next_state = IDLE; 
      end
    end 
    WORK : begin 
      x_we = 0;  
      if (~en) begin 
        next_state <= IDLE;
        filter_en <= 0;
      end else begin 
        next_state <= WORK; 
        filter_en <= 1;
      end
    end
  endcase
end
endmodule
==> ci_impl_report.md <==
## PnR job results

| Metric | Value |
|---|---|
| Result of the run | `completed` |
| Tool warnings | `26` |
| Worst-skew pair later-pin latency | `0.24 ns` |
| Post-cts hold-fix buffer tally | `0` |
| Number of clock buffers inserted by TritonCTS | `3` |
| Crit-path max cell delay | `about 0.31 ns` |
| Worst Setup Slack post-DPL | `-0.310 ns` |
| Reported leakage power | `roughly 0.18 nW` |
| Global-route wire length before repair | `between 900 and 1000 um` |
| Number of global-route vias before repair | `234` |
| Cell taking the most area after synthesis | `sky130_fd_sc_hd__dfxtp_1` |
| Die boundary width | `about 80 um` |
| Root buffer cell | `sky130_fd_sc_hd__clkbuf_4` |
| List of cells traversed by the critical path | `ha_2 > and3_4 > dlygate4sd2_1` |
| Routed wl met2 | `roughly 280 um` |
| Max clock buf depth | `2` |
| Max-cap violations | `0` |
| Area of the die | `~6400 um^2` |
| Number of fill cells in the layout | `about 400` |
| Via density per instance | `between 2 and 3` |
| Crit path to | `ts` |
| Std-Cell Core Area | `around 3400 um^2` |
| Summed instance area of the synthesized netlist | `~210 um^2` |
| Slowest CP cell | `sky130_fd_sc_hd__dfxtp_2` |
| Layout cells sized above 1 | `40.5%` |
| Area growth syn-to-layout | `85.3%` |
| # rows | `21` |
| Overall Power | `0.000323 W` |
| Yosys stat chip area | `roughly 210 um^2` |
| Highest metal used | `met4` |
| Post-route minimum period | `1.44 ns` |
| Wl on met1 | `198 um` |
| Critical Path Source Type | `register` |
| Worst Path Required | `about 1.2 ns` |
| Sum of net half-perimeters after detailed placement | `a little under 400 um` |
| Worst r2r src | `counter[1]$_SDFFE_PP0P_` |
| Setup slack of the critical path after layout | `about 0.060 ns` |
| VDD IR max | `~0.00011 V` |
| Clock Skew | `~0.00056 ns` |
| Remaining antenna violation count | `0` |
| H-tree Lvls | `1` |
| Power per cell area | `between 800 and 900 nW/um^2` |
| Part of the Yosys area used for sequential elements | `between 40% and 50%` |
| End of the worst register-to-register path | `counter[3]$_SDFFE_PP0P_` |
| Non-Filler Cell Area, Final | `394 um^2` |
| Register-to-register setup slack | `approximately 0.38 ns` |
| Boundary pin count | `6` |
| Pin count of the biggest net entering global routing | `6` |
| GRT Residual Overflow | `0` |
| Peak clock frequency supported by timing | `0.695 GHz` |
| Crit path from | `counter[1]$_SDFFE_PP0P_` |
| Final period utilization | `96.0%` |
| Netlist cell types | `14` |
| Met3 WL | `approximately 7 um` |
| Setup_tns | `0 ns` |
| Number of hold violations in the final report | `0` |
| Synthesis Warnings | `1` |
| Actual slew at the worst max-slew pin | `between 0.15 and 0.2 ns` |
| Largest cells by area after synthesis | `sky130_fd_sc_hd__dfxtp_1 (47%), sky130_fd_sc_hd__xor2_1 (8.2%), sky130_fd_sc_hd__nand3_1 (7.1%), sky130_fd_sc_hd__ha_1 (5.9%), sky130_fd_sc_hd__nor2b_1 (5.9%)` |
| Number of clock sinks | `5` |
| Total wire length | `roughly 530 um` |
| Setup repair after global routing missed its margin | `false` |
| Initial antenna violation count | `0` |
| Number of standard cells reported by yosys | `24` |
| Starting utilization of the core area | `6.23%` |
| Headroom to the max-slew limit | `88.6%` |
| Share of Yosys cell area claimed by the top area cell type | `a little under half` |
| Arrival time reported for the critical path endpoint | `1.14 ns` |
| Last weighted congestion value of the routability-driven placer | `just under 0.8` |
| TritonCTS clock tree | `yes` |
| Worst Hold Slack | `0.355 ns` |
| Post-synthesis instance total | `24` |
| Die height | `around 80 um` |
| Count of TritonRoute iterations in the first routing pass | `4` |
| Worst-case reg-to-reg path depth | `4` |
| Final tally of max-slew violations | `0` |
| Number of DRC markers in iteration 0 | `3` |
| Post-detailed-route wirelength per cell | `between 6 and 7 um` |
| Setup Viol. Count Final | `0` |
| Residual DRC | `0` |
| Antenna diode instance count | `0` |
| Hold crit path type | `in -> reg` |
| Placement-stage cell area | `approximately 340 um^2` |
| Critical path fanouts, max | `2` |
| Flops out of synthesis | `5` |
| Post-synthesis average cell area | `just under 9 um^2` |
| Total routing usage reported by global routing | `1.74%` |
| Port Buffers | `5` |
| Worst setup path class | `reg -> out` |
| Clock transition at path regs | `0.04 ns` |
| Setup crit end kind | `output pin` |
| Via count | `214` |
-- logic make-up (layout without fill, tap and decap cells) --
group	after synthesis	count (layout)	synth area share [%]
adders and majority gates	1	1	5.88
and+or+nand+nor	12	12	30.0
xor gates and xnor gates	2	2	8.24
DFF	5	5	47.1
AOI/OAI and AO/OA	3	3	7.06
buffers and inverters	1	14	1.76
-- layout make-up --
class	count	area, um^2	area share [%]
repair buffers	9	78.8	20.0
well taps	46	57.6	14.6
flip-flops and latches	5	106	27.0
multi-input cells	18	121	30.8
clock buffers	4	26.3	6.67
inverters	1	3.75	0.952
-- cell usage in the layout, fill, tap and decap left out, types with 2 or more instances in the layout --
cell and n:
sky130_fd_sc_hd__a21oi_1 2, sky130_fd_sc_hd__buf_4 4, sky130_fd_sc_hd__clkbuf_4 3, sky130_fd_sc_hd__dfxtp_1 2, sky130_fd_sc_hd__dfxtp_2 2, sky130_fd_sc_hd__dlymetal6s2s_1 2
sky130_fd_sc_hd__nand3_1 3, sky130_fd_sc_hd__nor2_1 2, sky130_fd_sc_hd__nor2b_1 2, sky130_fd_sc_hd__xor2_1 2
-- critical path, delay by kind of cell (launching register included) --
family	cells	cell delay, ns
adders and majority gates	1	0.17
DFF	1	0.31
and+or+nand+nor	1	0.18
buffers and inverters	1	0.23
-- flip-flops by register name, summed over array words and instances, names as in the netlist --
name	cells
counter	4
state	1
-- through the flow --
stage          std cells  utilization [%]
5_1_grt               83             11.5
3_5_place_dp          77             9.82
2_1_floorplan         24                -
3_3_place_gp          77             9.82
4_1_cts               83             11.3
6_report              83             11.5
-- timing repair --
| action | 4_1_cts | 5_1_grt |
|---|---|---|
| gates resized | 9 | 5 |
| setup buffers | 2 | 0 |
| setup endpoints to repair | 3 | 2 |
| pin swaps | 1 | 1 |
-- per-layer routing --
layer / up-vias / global-route usage (%)
li1: 106 / -
met1: 97 / 2.06
met2: 7 / 2.97
met3: 4 / 0
met4: 0 / 1.23
met5: - / 0
-- cells in the mapped netlist --
master / count
sky130_fd_sc_hd__a21oi_1: 2
sky130_fd_sc_hd__and3_1: 1
sky130_fd_sc_hd__dfxtp_1: 5
sky130_fd_sc_hd__ha_1: 1
sky130_fd_sc_hd__inv_1: 1
sky130_fd_sc_hd__nand2_1: 1
sky130_fd_sc_hd__nand2_2: 1
sky130_fd_sc_hd__nand3_1: 3
sky130_fd_sc_hd__nor2_1: 2
sky130_fd_sc_hd__nor2b_1: 2
sky130_fd_sc_hd__o21ai_0: 1
sky130_fd_sc_hd__or2_1: 1
sky130_fd_sc_hd__or3_1: 1
sky130_fd_sc_hd__xor2_1: 2
-- worst min-delay path by stage --
stage	endpoint	slack [ns]	depth (start not counted)	start
finish	state$_SDFF_PP0_	0.36	2	en
global route	state$_SDFF_PP0_	0.37	2	en
CTS	state$_SDFF_PP0_	0.48	2	en
-- power breakdown --
part | total (W) | internal [W] | switching [W]
combinational | 0.0000269 | 0.0000159 | 0.0000110
clock | 0.000157 | 0.000101 | 0.0000562
sequential | 0.000140 | 0.000137 | 0.00000314
No activity file was given, so power comes from the tool's default toggle rates.
