==> /design/flow/design.v <==
module init_reg #(
parameter WIDTH = 20,
parameter [WIDTH - 1 : 0] INIT_VAL = 20'hf0
)(
input  logic                 clk,
input  logic                 rst,
input  logic                 en,
input  logic [WIDTH - 1 : 0] D,
output logic [WIDTH - 1 : 0] Q
);
always_ff @(posedge clk) begin
  if (rst) 
    Q <= INIT_VAL;
  else if (en)
    Q <= D;
end
endmodule 
module shift_reg #(
parameter WIDTH = 20
)(
input  logic clk,
input  logic rst,
input  logic en,
input  logic D,
output logic Q
);
logic [WIDTH - 1 : 0] shift_reg;
always_ff @(posedge clk) begin
  if (rst)
    shift_reg <= 'b0;
  else if (en)
    shift_reg <= {D, shift_reg[WIDTH - 1 : 1]};
end
assign Q = shift_reg[0];
endmodule
module shift_reg_with_parellel_load #(
parameter WIDTH = 20
)(
input  logic                 clk,
input  logic                 rst,
input  logic                 we,
input  logic                 en,
input  logic [WIDTH - 1 : 0] D,
output logic                 Q
);
logic [WIDTH - 1 : 0] shift_reg;
always_ff @(posedge clk) begin
    if (rst)
        shift_reg <= 'b0;
    else if (we) 
        shift_reg <= D;
    else if (en)
        shift_reg <= {D[WIDTH -1], shift_reg[WIDTH - 1 : 1]};
end
assign Q = shift_reg[0];
endmodule
==> /design/flow/run.sh <==
#!/bin/bash
# OpenROAD 26Q1-2900-gdf79404cd8, Yosys 0.63+post, stock flow scripts
make -C /OpenROAD-flow-scripts/flow DESIGN_CONFIG=/design/flow/config.mk WORK_HOME=/design/flow/orfs finish
==> /design/flow/config.mk <==
export PLATFORM = sky130hd
export DESIGN_NAME = init_reg
export DESIGN_NICKNAME = init_reg
export VERILOG_FILES = /design/flow/design.v
export SDC_FILE = /design/flow/constraint.sdc
export NUM_CORES = 4
export LEC_CHECK = 1
export CORE_AREA = 10 10 82 82
export DIE_AREA = 0 0 92 92
==> /design/flow/constraint.sdc <==
current_design init_reg

set clk_period 1.0
set clk_io_pct 0.2

create_clock -name clk0 -period $clk_period [get_ports {clk}]

set non_clock_inputs [all_inputs -no_clocks]
set_input_delay [expr $clk_period * $clk_io_pct] -clock clk0 $non_clock_inputs
set_output_delay [expr $clk_period * $clk_io_pct] -clock clk0 [all_outputs]
==> job_summary.md <==
### Yosys + OpenROAD results

| Metric | Value |
|---|---|
| Final wirelength | between 2000 and 2500 µm |
| Biggest area cells | dfxtp_1, mux2i_1, nor2_1, buf_12, a211o_1 |
| Leak | roughly 0.00056 µW |
| Number of top-level pins | 43 |
| Synth Flop Type | dfxtp_1 |
| Clk Latency, worst-skew pair | 0.25 ns |
| Final clock skew | 0 ns |
| Drt drc | 0 |
| CP max-delay cell | dfxtp_2 |
| Placed instance count | ~180 |
| # clock sinks | 20 |
| Reg2Reg Depth | 2 |
| Max-slew violation count | 0 |
| Placer's final routability congestion estimate | about 0.68 |
| Fill cell count | about 560 |
| Top reg by flops | Q |
| CTS H-tree depth | 1 |
| MaxCap Viol Count | 0 |
| Core Box Area | 0.00507 mm² |
| Final hold vios | 0 |
| Cell accounting for the most synthesized area | dfxtp_1 |
| Avg Cell Area, Syn | about 11 µm² |
| Crit. End Element | output pin |
| Row cnt | 26 |
| CTS Root Buffer Type | clkbuf_8 |
| Final worst path period need | 0.960 ns |
| VDD IR-drop max | roughly 0.40 mV |
| Post-CTS Hold Buffers | 0 |
| Post-route insts no fill | 181 |
| Sw Share | 21.4% |
| CP max FO | 2 |
| Finish-stage setup viols | 0 |
| Worst-Margin Slew | about 0.14 ns |
| Number of cells in Yosys stat | approximately 65 |
| CTS Buf Count | 3 |
| Critical-path cell list | clkdlybuf4s15_1 |
| Ant diodes | 0 |
| Outcome | finished clean |
| Synth cell count leaders | dfxtp_1, mux2i_1, nor2_1 |
| Tool warnings | 25 |
| EDFF count, synth | 0 |
| Critical Path Stages | 1 |
| Pin count of the biggest net entering global routing | 13 |
| Syn-to-layout area delta | 78.7% |
| Max reg flops | 20 |
| Setup TNS Final | 0 ns |
| #FFs+latches synth | 20 |
| Net Sw Power | 362 µW |
| Critical Path Start Type | flop |
| Die Ht | 92 µm |
| Fmax | roughly 1000 MHz |
| Post-DR wirelength/cell | ~13 µm |
| Crit Path Class | flop to output pin |
| Gr ovfl total | 0 |
| Initial antenna violation count | 0 |
| Mapped Cells | 65 |
| Ys async rst share | 0% |
| Die area | ~0.0085 mm² |
| Largest stage delay on the critical path | between 0.3 and 0.4 ns |
| Clk network pwr share | 30.8% |
| Detailed Routing Iterations Pass 1 | 2 |
| Relative slew slack | between 90 and 100% |
| Pwr dens | approximately 1300 mW/mm² |
| Fin util | roughly a quarter |
| Most common cell in the netlist | dfxtp_1 |
| Cell Type Count | 8 |
| Yosys Chip Area | between 700 and 800 µm² |
| Clock slew at the register clock pins of the worst setup and hold paths | roughly 0.070 ns |
| Share of cells above drive strength 1 | between 20% and 30% |
| DR vias/cell | 3.36 |
| FF-to-FF setup slack | between 0.2 and 0.25 ns |
| Gr usage total | under 10% |
| Post-CTS setup buffers | 0 |
| DR iter-0 viols | 3 |
| Hold crit path type | flop to flop |
| DP HPWL | about 1700 µm |
| Sequential-to-total area share from yosys stat | between 50% and 60% |
| Sequential Power Share | about half |
| Cell count of the worst hold path | 2 |
| FP Util | between 10 and 15% |
| Worst EP required | roughly 0.8 ns |
| Port Buffers | ~42 |
| Number of global-route vias before repair | about 680 |
| RSZ-0062 raised after global routing | no |
| CTS Buffer Depth | 2 |
| Routed Antenna Nets | 0 |
| Register Area | between 400 and 500 µm² |
| Synth warn | 1 |
| Logic area | about 280 µm² |
| Largest registers | Q x20 |
| Vias | just over 600 |
| First-pass GRT wire length | approximately 3700 µm |
| Critical Path AT | between 0.7 and 0.8 ns |
| Comb pwr share | ~17% |
| Delay-heaviest family, CP | flip-flops |
| Pint | 1330 µW |
| WHS | approximately 0.48 ns |
| Top cell area share | between 50% and 60% |
| Die width | 92 µm |
| Final worst-path cycle share | between 90% and 100% |
| Critical path buffer and inverter count | 1 |
| Post-Syn Area | ~740 µm² |
| CTS tree | done |
layout by cell type (no fill, tap or decap):
cell,n
buf_4,4
clkbuf_8,3
mux2i_1,16
bufbuf_16,1
dlygate4sd2_1,1
clkdlybuf4s15_1,17
a211o_1,4
buf_12,1
clkbuf_2,3
nor2_1,16
nor2b_1,4
dfxtp_2,20
clkdlybuf4s50_1,21
per-stage QoR:
step                      instance area, µm²  setup slack (ns)  total power [µW]
after floorplan                          739             0.200               988
after global placement                  1240            -0.307              1190
after detailed placement                1240            -0.315              1190
after global routing                    1320          0.000294              1790
final                                   1320            0.0400              1690
after CTS                               1340            0.0142              1730
power groups by stage:
stage	Sequential (µW)	Combinational (µW)	Clock [µW]
CTS	878	305	551
global route	886	323	581
finish	877	293	521
cell type report:
| type | instances | area share (%) |
|---|---|---|
| repair buffers | 48 | 36.8 |
| flip-flops and latches | 20 | 32.2 |
| multi-input cells | 40 | 21.2 |
| well taps | 70 | 6.63 |
| clock buffers | 3 | 3.12 |
cell families after synthesis:
logic type / Yosys count / share of synthesized area (%)
AOI/OAI and AO/OA: 4 / 4.74
DFF: 20 / 54.1
buffers and inverters: 5 / 7.95
muxes: 16 / 21.7
and+or+nand+nor: 20 / 11.5
path summary, 6_finish.rpt:
path / from / to
worst min register to register: Q[3] / Q[3]
worst min-delay path: Q[3] / Q[3]
worst max-delay path: Q[10] / Q[10]
worst max register to register: Q[7] / Q[7]
routing by layer:
layer | up-vias | global-route usage, % | part of all wire (%)
met1 | 277 | 6.77 | 43
met3 | 3 | 2.06 | 6.8
li1 | 310 | - | -
met5 | - | 0 | 0
met4 | 0 | 0.643 | 0.92
met2 | 18 | 9.06 | 50
repair_timing:
| item | in CTS | in global routing |
|---|---|---|
| cloned | 1 | 0 |
| endpoints found under the hold margin | 0 | 0 |
| gates resized | 61 | 3 |
| setup endpoints to repair | 40 | 3 |
Power and IR drop assume default switching activity.
